## /design/flow/config.mk

```make
export PLATFORM = sky130hd
export DESIGN_NAME = AddSub
export DESIGN_NICKNAME = AddSub
export VERILOG_FILES = /design/flow/design.v
export SDC_FILE = /design/flow/constraint.sdc
export NUM_CORES = 4
export LEC_CHECK = 1
export CORE_AREA = 10 10 70 70
export DIE_AREA = 0 0 80 80
```

## /design/flow/constraint.sdc

```tcl
current_design AddSub

set clk_period 3.6
set clk_io_pct 0.2

create_clock -name clk0 -period $clk_period

set non_clock_inputs [all_inputs -no_clocks]
set_input_delay [expr $clk_period * $clk_io_pct] -clock clk0 $non_clock_inputs
set_output_delay [expr $clk_period * $clk_io_pct] -clock clk0 [all_outputs]
```

## /design/flow/design.v

```verilog
module Add1b(
  input a,
  input b,
  input ci,
  output s,
  output co
);
  assign s = a ^ b ^ ci;
  assign co = (a&b) | (a&ci) | (b&ci);
endmodule
module AddSub #(
  parameter WIDTH = 8  
) (
  input [WIDTH-1:0] A,
  input [WIDTH-1:0] B,
  input Ctrl,
  output[WIDTH-1:0] S,
  output Co
);
  wire[WIDTH:0] C_temp;
  assign C_temp[0] = Ctrl;
  wire[WIDTH-1:0] S_temp;
  wire[WIDTH-1:0] Bo;
  assign Bo = {WIDTH{Ctrl}} ^ B;
  genvar i;
  generate 
    for(i = 0; i < WIDTH; i = i+1) begin
      Add1b u0 ( .a(A[i]), .b(Bo[i]), .ci(C_temp[i]), .s(S_temp[i]), .co(C_temp[i+1]) );
    end
  endgenerate
  assign Co = 1'b0 == Ctrl ? C_temp[WIDTH] : ~C_temp[WIDTH];  
  assign S = S_temp;
endmodule
```

## /design/flow/run.sh

```bash
#!/bin/bash
# OpenROAD 26Q1-2900-gdf79404cd8, Yosys 0.63+post, stock flow scripts
make -C /OpenROAD-flow-scripts/flow DESIGN_CONFIG=/design/flow/config.mk WORK_HOME=/design/flow/orfs finish
```

==> impl_summary.log <==
[report] extracting results
[metrics] dominant cell type by count on the critical path: fa_2
[metrics] share of post-route cells with drive strength above 1: 42.37%
[metrics] Data required, critical path: 2880 ps
[metrics] end point of the worst hold path: Co
[metrics] core region area: 3416 um2
[metrics] I/O Pins: 26
[metrics] cell types with the largest area share after synthesis: fa_1 (40%), xnor2_1 (18%), buf_4 (17%), inv_1 (14%), xor2_1 (5.0%)
[metrics] netlist area before placement: 350.3 um2
[metrics] number of antenna violations at the first check in global routing: 0
[metrics] total inserted antenna cells: 0
[metrics] proportion of power drawn by flip-flops and latches: 0%
[metrics] Cell Chain, Critical Path: buf_6 > xor2_2 > fa_2 > inv_2 > fa_2 > fa_2 > fa_2 > fa_2 > fa_2 > fa_2 > inv_2 > buf_2
[metrics] number of max-slew violations in the final report: 0
[metrics] post-DP HPWL: 854.4 um
[metrics] fill cell total of the finished layout: 374
[metrics] maximum VDD drop: 0.07485 mV
[metrics] count of warning messages emitted by the tools: 35
[metrics] routability cong.: 0.7684
[metrics] Site Rows: 21
[metrics] RSZ-0062 raised after global routing: true
[metrics] Post-synth seq share: 0%
[metrics] Syn-to-layout area delta: 80.71%
[metrics] number of remaining DRC errors: 0
[metrics] hold violation count in the final report: 0
[metrics] number of cells in the finished layout apart from fillers: 105
[metrics] largest driver fanout on the critical path: 1
[metrics] critical setup path kind: input pin to output pin
[metrics] global route total overflow: 0
[metrics] ANT nets after route: 0
[metrics] CP delay by family, top: adder cells
[metrics] design internal power: 0.07119 mW
[metrics] Total Die Area: 6400 um2
[metrics] core utilization before placement: 10.26%
[metrics] part of the power in combinational logic: 100.0%
[metrics] cell accounting for the most synthesized area: fa_1
[metrics] vias after detailed routing: 281
[metrics] Critical Path AT: 3610 ps
[metrics] largest net degree at the start of global routing: 8
[metrics] sw frac: 34.03%
[metrics] overall track demand over capacity in global routing: 2.916%
[metrics] global-route wire length before repair: 1531 um
[metrics] clock buffer count: 0
[metrics] Placed Cells: 105
[metrics] router iterations before antenna repair: 1
[metrics] minimum clock period: 4334 ps
[metrics] peak per-stage delay on the critical path: 540 ps
[metrics] Port Buffer Count: 26
[metrics] FF/Latch Area: 0 um2
[metrics] Critical path buffers and inverters: 4
[metrics] overall die width: 80 um
[metrics] Yosys Chip Area: 350.3 um2
[metrics] Wirelength per Cell: 8.143 um
[metrics] multi-input logic area: 266.5 um2
[metrics] kind of start point of the critical path: input pin
[metrics] power per unit of standard cell area: 170.4 nW/um2
[metrics] hold crit path type: input pin to output pin
[metrics] highest achievable clock rate: 230.7 MHz
[metrics] Yosys cell types: 7
[metrics] via count of the first global-routing pass: 326
[metrics] Crit-path slowest cell: fa_2
[metrics] clock share of power: 0%
[metrics] headroom to the max-slew limit: 85.68%
[metrics] total wirelength of the detailed-routed design: 855 um
[metrics] result of the run: finished, violations left
[metrics] average vias per placed instance: 2.676
[metrics] count of cells along the worst hold path: 4
[metrics] synthesis warning total: 0
[metrics] endpoint class of the critical path: output pin
[metrics] syn avg cell area: 8.983 um2
[metrics] hold wc startpoint: Ctrl
[metrics] number of DRC markers in iteration 0: 0
[metrics] Setup Buffers After CTS: 0
[metrics] sequential cell count: 0
[metrics] leakage power of the design: 0.2843 nW
[metrics] slack of the critical path: -733.7 ps
[metrics] instance tally after logic synthesis: 39
[metrics] post-synth top area share: 40.00%
[metrics] fraction of the cycle the final worst path needs: 120.4%
[metrics] cell count in the Yosys report: 39
[metrics] pin slew with the least headroom to its limit: 213.2 ps
[metrics] NetSw: 0.03671 mW
[metrics] final setup violation count: 4
[metrics] quantity of hold-fixing buffers added after cts: 0
[metrics] violated checks: negative setup slack
[metrics] height of the chip: 80 um
[metrics] setup TNS: -1829 ps
[metrics] Maximum Capacitance Violations: 0
## Yosys cell counts, drive strengths merged
library cell and instances:
buf 9, fa 7, inv 13, mux2 1, xnor2 7, xor2 2
## worst max-delay path by stage
stage         depth (start not counted)  startpoint  slack [ps]  endpoint
CTS                                  12        B[0]       -1110      S[7]
global route                         12        B[1]        -850      S[7]
finish                               12        B[1]        -730      S[7]
## cell usage in the layout (no fill, tap or decap)
cell type        instances
dlygate4sd2_1            3
xnor2_2                  1
mux2_4                   1
fa_2                     7
xnor2_1                  6
buf_6                    3
dlymetal6s2s_1           1
clkdlybuf4s50_1         14
buf_4                    3
xor2_2                   1
buf_2                    5
inv_1                    9
xor2_1                   1
inv_2                    4
## cell families (layout without fill, tap and decap cells)
group	after synthesis	count (layout)	synth area share [%]
buf+inv	22	42	34.29
mux	1	1	3.214
xor+xnor	9	9	22.50
fa+ha+maj	7	7	40.00
## power groups by stage
stage	Combinational (mW)	Sequential (mW)	Clock (mW)
final	0.108	0	0
after global routing	0.126	0	0
after CTS	0.112	0	0
## metal layers
metal	part of all wire [%]	global-route usage, %
met1	42	4.005
met2	34	3.852
met3	24	2.045
met4	0	0
met5	0	0
## metrics by stage
stage | utilization [%] | hold WS, ps | power [mW] | cell area (um2) | setup slack (ps)
after floorplan | - | 1589 | 0.07377 | 384.1 | -680.9
after detailed placement | 18.86 | 2485 | 0.1237 | 644.4 | -1598
final | 18.53 | 1905 | 0.1079 | 633.1 | -733.7
after global placement | 18.86 | 2482 | 0.1222 | 644.4 | -1560
after CTS | 18.28 | 1923 | 0.1123 | 624.3 | -1106
after global routing | 18.53 | 1956 | 0.1265 | 633.1 | -853.7
## layout make-up
type | count | area share, %
multi-input cells | 17 | 42.09
well taps | 46 | 9.091
inverters | 13 | 7.708
repair buffers | 29 | 41.11
## what timing repair did
action	CTS	global route
gates resized	37	5
cloned	0	0
setup endpoints to repair	7	5
pin swaps	9	9
Power figures rest on the tool's default switching activity, not on a simulated workload.
