==> flow/design.v <==
`timescale 1ns / 1ps
module LampCtrl(
 	input wire clk, 
	input wire S1, 
	input wire S2, 
	input wire S3,
	output wire F
	);
	parameter C_NUM = 28;
	parameter C_MAX = 28'hFFFF_FFF;
	reg [C_NUM-1:0] count;
	wire [C_NUM-1:0] c_next;
	initial begin	 
   	count = C_MAX; 
	end
	assign w=S1^S2^S3;
	assign F = (count < C_MAX) ? 1'b1 : 1'b0;
	always@(posedge clk) begin
		if(w == 1'b1)
			count = 0;
		else if(count < C_MAX)
			count = c_next;  
	end
	assign c_next = count + 1'b1;
endmodule  
==> flow/run.sh <==
#!/bin/bash
# OpenROAD 26Q1-2900-gdf79404cd8, Yosys 0.63+post, stock flow scripts
make -C /OpenROAD-flow-scripts/flow DESIGN_CONFIG=/design/flow/config.mk WORK_HOME=/design/flow/orfs finish
==> flow/config.mk <==
export PLATFORM = sky130hd
export DESIGN_NAME = LampCtrl
export DESIGN_NICKNAME = LampCtrl
export VERILOG_FILES = /design/flow/design.v
export SDC_FILE = /design/flow/constraint.sdc
export NUM_CORES = 4
export LEC_CHECK = 1
export CORE_AREA = 10 10 92 92
export DIE_AREA = 0 0 102 102
==> flow/constraint.sdc <==
current_design LampCtrl

set clk_period 4.9
set clk_io_pct 0.2

create_clock -name clk0 -period $clk_period [get_ports {clk}]

set non_clock_inputs [all_inputs -no_clocks]
set_input_delay [expr $clk_period * $clk_io_pct] -clock clk0 $non_clock_inputs
set_output_delay [expr $clk_period * $clk_io_pct] -clock clk0 [all_outputs]
==> impl_metrics.csv <==
group,metric,value,unit
logic_synthesis,ys_warn_count,2,
outcome,status,"completed",
min_path,hp-class,"flop to flop",
power,vdd_drop_max,0.0001332,V
setup_path,crit_fanout,18,
cells_and_area,final_cells,239,
grt,antenna_found_initial,0,
grt,grt_pass1_wl,4.830,mm
die,coreArea,6459,µm²
drt,vias,1156,
sta,hold_violations,0,
cts,hold_buffers,0,
cts,post_cts_buffers,0,
cts,clk_pin_slew,100,ps
logic_synthesis,synth-async-reset-ratio,0,%
cts,post_cts_resized,0,
logic_synthesis,ys.flop_type,"dfxtp_1",
logic_synthesis,ys_seq_share,40.88,%
placed_design,placed_cells,235,
cells_and_area,area_growth_syn_to_layout,14.51,%
logic_synthesis,common_cells,"28 x dfxtp_1, 14 x a21oi_1, 13 x nor2_1",
cells_and_area,largest_reg_flops,28,
sta,finalMaxSlewViolations,0,
logic_synthesis,yosys_register_bits,28,
setup_path,worst-endpoint-arrival,2820,ps
grt,grt_start_max_net_pins,27,
cts,numClockSinks,28,
drt,routed_wl,2.661,mm
cells_and_area,drive_above_1_share,8.642,%
grt,grt_overflow,0,
sta,relSlewSlack,55.77,%
cts,cts_htree_levels,1,
drt,routedWlPerCell,11.13,µm
drt,drt_iter0_drc,78,
placed_design,place.gp.congestion,0.7909,
logic_synthesis,yosysTopAreaCell,"dfxtp_1",
placed_design,hpwl,1.817,mm
logic_synthesis,netlist.area_leader.share,40.88,%
cts,root_buffer,"clkbuf_8",
sta,skew,4.225,ps
setup_path,endpoint_kind,"output port",
logic_synthesis,syn_area_per_cell,8.679,µm²
die,io_pins,5,
logic_synthesis,yosys.cell_count.top_type,"dfxtp_1",
sta,holdWs,477.0,ps
setup_path,path_class,"flop to output port",
drt,ant_nets,0,
sta,setup_tns,0,ps
setup_path,startpoint_type,"flop",
drt,via_per_inst,4.837,
job,drv_cap,0,
cts,cts_made_buffers,3,
sta,post-route-period-util,77.65,%
grt,grt_pass1_vias,1092,
setup_path,required,3920,ps
die,dieArea,10400,µm²
logic_synthesis,syn-instance-count,158,
die,initial_core_util,21.23,%
logic_synthesis,synth_cell_types,36,
logic_synthesis,synth-edff-count,0,
setup_path,cp_slowest_cell,"or4_1",
logic_synthesis,synth_area,1371,µm²
cts,tritoncts,"yes",
logic_synthesis,synth-cells-yosys,158,
logic_synthesis,area_leaders,"dfxtp_1 41%, xnor2_1 5.7%, a21oi_1 5.1%",
power,powerDensity,287.3,nW/µm²
drt,diodes,0,
drt,dr.pass1.iters,4,
setup_path,cp_slowest_stage_delay,670,ps
die,die-width,102,µm
die,num_rows,29,
grt,grt_usage,5.392,%
die,die_h,102,µm
sta,tightest_slew,658.0,ps
cts,cts_buffer_depth,2,
cts,clk_latency,270,ps
sta,finalSetupViolCount,0,
sta,grt_setup_unrepaired,"false",
logic_synthesis,ys_area,1371,µm²
placed_design,numPortBuffers,4,
sta,max_freq,0.2628,GHz
power,finalPower,451.2,µW
power,leakagePower,0.0004893,µW
setup_path,crit_chain,"ha_1 -> nand2_1 -> or4_1 -> nor3_4 -> inv_4 -> clkdlybuf4s50_1",
sta,min_period,3805,ps
job,warning_count,25,
drt,drc,0,
[worst paths after layout]
| kind | startpoint | to | slack (ps) | depth (start not counted) |
|---|---|---|---|---|
| worst min-delay path | count[1] | count[1] | 480 | 2 |
| worst min register to register | count[1] | count[1] | 480 | 2 |
| worst max-delay path | count[0] | F | 1100 | 6 |
| worst max register to register | count[0] | count[0] | 2460 | 7 |
[power breakdown]
part / switching, µW / leakage (µW) / internal (µW) / total [µW]
combinational: 19.8 / 0.000228 / 12.6 / 32.4
sequential: 4.99 / 0.000226 / 234 / 239
clock: 70.9 / 0.0000357 / 109 / 180
total: 95.7 / 0.000489 / 355 / 451
[critical path, delay by kind of cell, from the launching register on]
family	cells	cell delay [ps]
flops	1	380
buf+inv	2	550
simple gates	3	1430
fa+ha+maj	1	190
[cells in the final DEF (no fill, tap or decap), types with 6 or more instances in the layout]
master,count
dfxtp_1,28
xor2_1,6
xnor2_1,8
o21ai_0,9
nand2_1,12
nor2_1,13
nand4_1,6
a21oi_1,14
or3_1,7
[final cells by class]
type                       count  area (µm²)
clock inverter                 1       30.03
timing repair buffer           6       55.05
inverter                       2       10.01
tap                           77       96.34
clock buffer                   3       41.29
multi-input combinational    122       777.0
fill                         685        4888
sequential                    28       560.5
[logic make-up (layout without fill, tap and decap cells)]
| logic type | after synthesis | count (layout) | share of synthesized area, % |
|---|---|---|---|
| AND/OR/NAND/NOR | 66 | 66 | 27.10 |
| AND-OR/OR-AND | 40 | 40 | 18.52 |
| flip-flops | 28 | 28 | 40.88 |
| XOR/XNOR | 15 | 15 | 9.581 |
| buffers and inverters | 8 | 12 | 3.010 |
| adder cells (fa/ha/maj) | 1 | 1 | 0.9123 |
[stage by stage]
step,setup WS (ps),utilization [%],area (µm²)
floorplan,2175,-,1371
global placement,1451,23.21,1499
detailed placement,1424,23.21,1499
CTS,1095,24.31,1570
global route,912.6,24.31,1570
finish,1095,24.31,1570
[per-layer routing]
layer	GRT usage, %	share of wire (%)	vias up
met1	7.553	50	548
li1	-	-	601
met5	0	0	-
met3	0.5453	2.2	2
met4	0.7592	0.90	0
met2	9.037	46	5
Power and IR drop assume default switching activity.
